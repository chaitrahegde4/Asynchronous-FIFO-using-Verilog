$ cat /design/flow/run.sh
#!/bin/bash
# OpenROAD 26Q1-2900-gdf79404cd8, Yosys 0.63+post, stock flow scripts
make -C /OpenROAD-flow-scripts/flow DESIGN_CONFIG=/design/flow/config.mk WORK_HOME=/design/flow/orfs finish
$ cat /design/flow/config.mk
export PLATFORM = sky130hd
export DESIGN_NAME = synchronizer
export DESIGN_NICKNAME = synchronizer
export VERILOG_FILES = /design/flow/design.v
export SDC_FILE = /design/flow/constraint.sdc
export NUM_CORES = 4
export LEC_CHECK = 1
export CORE_AREA = 10 10 70 70
export DIE_AREA = 0 0 80 80
$ cat /design/flow/constraint.sdc
current_design synchronizer

set clk_period 1.0
set clk_io_pct 0.2

create_clock -name clk0 -period $clk_period [get_ports {clk}]

set non_clock_inputs [all_inputs -no_clocks]
set_input_delay [expr $clk_period * $clk_io_pct] -clock clk0 $non_clock_inputs
set_output_delay [expr $clk_period * $clk_io_pct] -clock clk0 [all_outputs]
$ cat /design/flow/design.v
module synchronizer #(parameter WIDTH=3)(
    input clk,
    input rst,
    input [WIDTH:0] d_in,
    output reg [WIDTH:0] d_out
);
  reg [WIDTH:0] q1;
  always @(posedge clk) begin
    if (!rst) begin
      q1 <= 0;
      d_out <= 0;
    end else begin
      q1 <= d_in;
      d_out <= q1;   
    end
  end
endmodule
==> impl_metrics.tcl <==
# place-and-route summary
set metrics [dict create \
    hold_depth 1 \
    outcome "finished clean" \
    max_stage_delay_ns 0.30 \
    cap_violations 0 \
    setup_viol 0 \
    dr.pass1.iters 1 \
    worst_r2r_startpoint "q1[1]$_SDFF_PN0_" \
    finalWirelength_um 449 \
    ys_sh_adder_pct 0 \
    ios 10 \
    r2r_slack_ns 0.47 \
    ys_types 2 \
    std_cell_rows 21 \
    wl_per_cell_um 6.07 \
    grt_max_degree 9 \
    ir_drop_v 0.000272 \
    yosys.area.top_type "dfxtp_1" \
    ys_seq_share_pct 76.2 \
    fmax_ghz 1.10 \
    p_per_area_nw_per_um2 1580 \
    floorplan.core_util_pct 6.15 \
    drive_gt1_share_pct 14.3 \
    ff_type "dfxtp_1" \
    edf_count 0 \
    postCtsSetupBuffers 0 \
    dp_slack_ns -0.00451 \
    ys_ff 8 \
    root_buffer "clkbuf_4" \
    dieHeight_um 80 \
    dr_total_vias 133 \
    hold_end "d_out[3]$_SDFF_PN0_" \
    vias_per_cell 1.80 \
    fin_tns_setup_ns 0 \
    crit_slowest_cell "dfxtp_1" \
    drt_iter0_markers 0 \
    dieWidth_um 80 \
    areaGrowthSynthToFinish_pct 81.5 \
    clkSlewWorstSetupHoldPaths_ns 0.05 \
    area_leaders "dfxtp_1 76%, and2_1 24%" \
    drcViolationCount 0 \
    drv_slew 0 \
    gp_congestion 0.644 \
    die_area_um2 6400 \
    power.total_uw 603 \
    compound_area_share_pct 0 \
    top_cells_by_count "8 x and2_1, 8 x dfxtp_1" \
    clkLatencyLatePin_ns 0.25 \
    worstMarginPinSlew_ns 0.193 \
    worst_slack_ns 0.0884 \
    ys_warn_count 1 \
    cts.path.max_buffers 2 \
    xor_share_pct 0 \
    path_cells "clkdlybuf4s15_1" \
    required_ns 0.80 \
    hold_buffers 0 \
    path_buffers 1 \
    hold_violations 0 \
    grt_antenna_before_repair 0 \
    grt_pass1_wl_um 634 \
    cts_made_buffers 3 \
    hold_class "reg -> reg" \
    final_antenna_net_count 0 \
    post-synth-top-area-fraction_pct 76.2 \
    placed_cell_area_um2 358 \
    core_region_area_um2 3420 \
    skew_ns 0.00405 \
    yosys.area_share.simple_pct 23.8 \
    syn_inst 16 \
    crit_fanout 1 \
    relSlewSlack_pct 87.1 \
    antenna_cells 0 \
    cp.arrival_ns 0.71 \
    cts_tree "done" \
    r2r-end "d_out[1]$_SDFF_PN0_" \
    rsz0062_at_grt "no" \
    crit_type "reg -> out" \
    netlist_area_um2 210 \
    track_usage_pct 1.39 \
    grt_pass1_vias 121 \
    hp-start "q1[3]$_SDFF_PN0_" \
    cp-end-kind "primary output" \
    start_kind "flop" \
    path_delay_family "flip-flops" \
    reg2regPathDepth 1 \
    muxShareOfSynthArea_pct 0 \
    io_buffers 9 \
    synth_stat.cells 16 \
    overflow 0 \
    synthTopLogicFamily "simple AND/OR/NAND/NOR gates" \
    period_needed_ns 0.912 \
    fin_area_um2 382 \
    synthArstFlopShare_pct 0 \
    p_leak_nw 0.140 \
    htreeDepth 1 \
    syn-mean-instance-area_um2 13.1 \
    yosys_area_um2 210 \
    fin_crit_sh_pct 91.2 \
    cts_num_sinks 8 \
    openroad.warnings 25 \
]
==> cell usage in the layout (no fill, tap or decap) <==
cell	Yosys	layout
and2_1	8	8
clkbuf_4	0	3
clkdlybuf4s15_1	0	4
clkdlybuf4s50_1	0	5
dfxtp_1	8	7
dfxtp_2	0	1
==> layout make-up <==
cell class / instances / area (µm²)
Clock buffer: 3 / 22.5
Fill cell: 403 / 3030
Multi-Input combinational cell: 8 / 50.0
Sequential cell: 8 / 161
Tap cell: 46 / 57.6
Timing Repair Buffer: 9 / 90.1
==> state kept, by name (all words and copies together) (netlist names) <==
| signal | flops |
|---|---|
| d_out | 4 |
| q1 | 4 |
==> cell families after synthesis <==
logic type       after synthesis
flip-flops                     8
AND/OR/NAND/NOR                8
==> how the worst max path moves through the flow <==
| stage | startpoint | endpoint | cells past startpoint |
|---|---|---|---|
| after CTS | d_out[1]$_SDFF_PN0_ | d_out[1] | 1 |
| final | d_out[0]$_SDFF_PN0_ | d_out[0] | 1 |
| after global routing | d_out[2]$_SDFF_PN0_ | d_out[2] | 1 |
==> through the flow <==
stage	hold WS [ns]	util, %	cells
6_report	0.425	11.2	74
5_1_grt	0.444	11.2	74
4_1_cts	0.426	11.0	74
3_5_place_dp	0.421	10.5	71
3_3_place_gp	0.425	10.5	71
2_1_floorplan	0.322	-	16
==> per-layer routing <==
| layer | up-vias | global-route usage, % | share of wire [%] |
|---|---|---|---|
| li1 | 72 | - | - |
| met1 | 50 | 1.14 | 33 |
| met2 | 11 | 1.28 | 31 |
| met3 | 0 | 2.84 | 35 |
| met4 | 0 | 0.352 | 0 |
| met5 | - | 0 | 0 |
==> timing repair <==
| action | CTS | global route |
|---|---|---|
| resized | 4 | 5 |
| endpoints found under the hold margin | 0 | 0 |
| endpoints found under the setup margin | 4 | 4 |
==> where the power goes <==
| part | switching, mW | internal, mW |
|---|---|---|
| combinational | 0.00833 | 0.0309 |
| clock | 0.0902 | 0.136 |
| sequential | 0.00285 | 0.335 |
| total | 0.101 | 0.502 |
No activity file was given, so power comes from the tool's default toggle rates.
