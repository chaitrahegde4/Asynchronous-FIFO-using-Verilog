**flow/design.v**
```verilog
module rd_ptr_handler #(parameter W=3)(
  input rd_clk, rd_en, rd_rst,
  input [W:0] g_wr_ptr_sync,
  output reg [W:0] b_rd_ptr, g_rd_ptr,
  output reg empty
);
  wire [W:0] b_rd_ptr_next, g_rd_ptr_next;
  wire rd_empty;
  assign b_rd_ptr_next = b_rd_ptr + (rd_en && !empty);
  always @(posedge rd_clk) begin
    if (rd_rst) begin
      b_rd_ptr = 0;
      g_rd_ptr = 0;
    end else begin
      b_rd_ptr = b_rd_ptr_next;
      g_rd_ptr = g_rd_ptr_next;
    end
  end
  assign g_rd_ptr_next = (b_rd_ptr_next >> 1) ^ b_rd_ptr_next;
  assign rd_empty = (g_wr_ptr_sync == g_rd_ptr);
  always @(posedge rd_clk) begin
    if (rd_rst)
      empty <= 0;
    else
      empty <= rd_empty;
  end
endmodule
```
**flow/run.sh**
```bash
#!/bin/bash
# OpenROAD 26Q1-2900-gdf79404cd8, Yosys 0.63+post, stock flow scripts
make -C /OpenROAD-flow-scripts/flow DESIGN_CONFIG=/design/flow/config.mk WORK_HOME=/design/flow/orfs finish
```
**flow/config.mk**
```make
export PLATFORM = sky130hd
export DESIGN_NAME = rd_ptr_handler
export DESIGN_NICKNAME = rd_ptr_handler
export VERILOG_FILES = /design/flow/design.v
export SDC_FILE = /design/flow/constraint.sdc
export NUM_CORES = 4
export LEC_CHECK = 1
export CORE_AREA = 10 10 70 70
export DIE_AREA = 0 0 80 80
```
**flow/constraint.sdc**
```tcl
current_design rd_ptr_handler

set clk_period 1.5
set clk_io_pct 0.2

create_clock -name clk0 -period $clk_period [get_ports {rd_clk}]

set non_clock_inputs [all_inputs -no_clocks]
set_input_delay [expr $clk_period * $clk_io_pct] -clock clk0 $non_clock_inputs
set_output_delay [expr $clk_period * $clk_io_pct] -clock clk0 [all_outputs]
```
==> results.txt <==
Results of the flow run.

The antenna diode instance count stands at 0. Between clock sinks in the finished design, the worst skew comes to 0.00283 ns. The final critical path time including I/O delays and setup stands at 1.47 ns.

The first routing iteration left 23 violations. The synthesized netlist cell count stands at 34. The worst hold path belongs to the class reg -> reg. The launch point of the critical path was reported as rd_en.

Yosys stat counts 34 cells in the synthesized netlist. The number of clock sinks came to 8. Pin placement for this block handled 16 I/O pins. sky130_fd_sc_hd__dfxtp_1 takes more of the synthesized area than any other cell. The most critical setup path has its endpoint at g_rd_ptr[2]. The final weighted congestion of routability-driven global placement stands at 0.710. The maximum net fanout on the critical path stands at 2. The later pin in the worst-skew pair is clocked with a latency of 0.25 ns. The main area contributors are sky130_fd_sc_hd__dfxtp_1, sky130_fd_sc_hd__xnor2_1, sky130_fd_sc_hd__xor2_1.

The area of the synthesized netlist per yosys stat stands at 345 sq um. TritonCTS built the clock tree. Once detail routing completed, the nets flagged for antenna violations numbered 0. The number of rows created at floorplan stands at 21. The initial antenna violation count stands at 0. The H-tree level count stands at 1.

The data required time of the worst path stands at 1.64 ns. STA classifies the critical path endpoint as a flip-flop. Summing every instance area after synthesis gives 345 sq um. The sequential share of the synthesized area stands at 46.4%. The quantity of I/O buffers inserted on ports stands at 15.

The largest net degree at the start of global routing stands at 9. The count of distinct cell types in the synthesized netlist stands at 13. The worst setup path is of the in -> reg kind. The clock network is responsible for 30.9% of the overall power. The worst setup path is launched from an input pin.

The slew at the pin closest to its max-slew limit stands at 0.297 ns. The ratio of total power to cell area stands at 820 nW/um^2. The die is 80 um wide. The total congestion overflow after global routing stands at 0. The number of warnings printed during yosys synthesis stands at 1. The startpoint identified for the worst register-to-register timing path is empty. The total instance count after detailed placement stands at 95. Traced cell by cell, the critical path runs through clkdlybuf4s50_1 -> nor2b_4 -> ha_4 -> ha_4 -> xor2_2 -> and3_1 -> nor3_2. Looking at the post-CTS report, the setup buffer insertion count equals 0.

Of the total power, combinational logic draws 22.6%. The share of the synthesized area in the top cell type stands at 46.4%. The max-capacitance violation count stands at 0. The area overhead of the layout relative to synthesis stands at 85.5%. The proportion of total power due to net switching stands at 23.1%. The endpoint identified for the worst register-to-register timing path is g_rd_ptr[2]. For this run, the total global-route usage over all layers was measured as 3.05%.

On the critical path, the stage with the largest delay is an instance of sky130_fd_sc_hd__clkdlybuf4s50_1. The fraction of final layout cells with drive strength greater than 1 stands at 25.0%. The core outline area stands at 3420 sq um. The worst stage delay on the critical path stands at 0.46 ns. The wire length of the first global-routing pass stands at 1570 um. The proportion of power drawn by flip-flops and latches stands at 46.5%. Per the post-CTS timing run, clock transition at the registers of the reported paths is 0.05 ns. The max-slew check reports its worst relative slack as 80.1%.

By instance count, the cell type seen most on the critical path is sky130_fd_sc_hd__ha_4. Per the detail_route report, routed wire per instance is 10.0 um. The internal power stands at 0.404 mW. In this run the power spent charging and discharging nets is 0.122 mW. The number of endpoints failing setup at the final stage stands at 0. In this run, synthesis produced a sequential element count of 8. Across all layers, the routed design uses 297 vias. The peak supply drop stands at 0.167 mV. The die height stands at 80 um.

The core utilization before placement stands at 10.1%. Max-slew check failures listed in the final report amount to 0. CTS reports a maximum clock tree buffer depth of 2.

The number of non-filler instances in the completed layout stands at 98. The number of global-route vias before repair stands at 337. The first-pass detailed-route iteration total stands at 2.

The die covers 6400 sq um. The aggregate routed wire length stands at 981 um. The final timing summary puts the cycle share of the worst path at 98.3%. After detailed placement, the total cell area comes to 553 sq um. Looking at the clock tree report, the root buffer type is sky130_fd_sc_hd__clkbuf_4. The run finished with clean final reports.

The number of vias per cell after detailed routing stands at 3.03. Hold-check failures listed in the final report amount to 0. The timing report gives the worst reg2reg path a setup slack of 0.18 ns. The design area stands at 641 sq um. The mean instance size in the synthesized netlist stands at 10.2 sq um. The worst register-to-register path has a depth of 6. The script extracted a total leakage power of 0.218 nW. The highest achievable clock rate stands at 678 MHz. For the worst setup path, the data arrival time is 1.61 ns. Summing over the stages, the warning tally comes to 25.

The number of remaining DRC errors stands at 0. Buffers inserted during clock tree synthesis total 3.
cells in the mapped netlist (all sizes together):
| cell type | n |
|---|---|
| a21oi | 1 |
| and3 | 1 |
| buf | 1 |
| dfxtp | 8 |
| ha | 2 |
| nand2 | 1 |
| nand3 | 2 |
| nor2 | 4 |
| nor2b | 3 |
| nor3 | 2 |
| xnor2 | 5 |
| xor2 | 4 |
registers in the layout, summed over array words and instances, names as in the netlist:
register,flops
g_rd_ptr,4
b_rd_ptr,3
empty,1
final cells by class:
cell class | instances | area, sq um
well taps | 46 | 57.6
repair buffers | 16 | 158
fillers | 371 | 2780
multi-input cells | 25 | 236
clock buffers | 3 | 22.5
flip-flops and latches | 8 | 166
how the worst min path moves through the flow:
stage | to | startpoint | depth (start not counted) | slack, ns
4_1_cts | b_rd_ptr[2] | b_rd_ptr[2] | 2 | 0.58
5_1_grt | empty | g_rd_ptr[1] | 2 | 0.61
6_report | b_rd_ptr[2] | b_rd_ptr[2] | 2 | 0.57
cells in the final DEF (no fill, tap or decap):
master and n:
sky130_fd_sc_hd__a21oi_1 1, sky130_fd_sc_hd__and3_1 1, sky130_fd_sc_hd__buf_4 1, sky130_fd_sc_hd__clkbuf_4 3
sky130_fd_sc_hd__clkdlybuf4s50_1 15, sky130_fd_sc_hd__dfxtp_1 5, sky130_fd_sc_hd__dfxtp_2 2, sky130_fd_sc_hd__dfxtp_4 1
sky130_fd_sc_hd__ha_4 2, sky130_fd_sc_hd__nand2_1 1, sky130_fd_sc_hd__nand3_1 2, sky130_fd_sc_hd__nor2_1 4
sky130_fd_sc_hd__nor2b_1 2, sky130_fd_sc_hd__nor2b_4 1, sky130_fd_sc_hd__nor3_1 1, sky130_fd_sc_hd__nor3_2 1
sky130_fd_sc_hd__xnor2_1 4, sky130_fd_sc_hd__xnor2_4 1, sky130_fd_sc_hd__xor2_1 3, sky130_fd_sc_hd__xor2_2 1
kinds of logic (layout without fill, tap and decap cells):
kind of cell | count (synthesis) | count (layout) | share of synthesized area (%)
and+or+nand+nor | 13 | 13 | 19.9
buffers and inverters | 1 | 19 | 2.17
xor gates and xnor gates | 9 | 9 | 22.8
AOI/OAI and AO/OA | 1 | 1 | 1.45
adders and majority gates | 2 | 2 | 7.25
DFF | 8 | 8 | 46.4
per-layer routing:
layer | GRT usage (%) | vias up | routed length, um
met1 | 3.23 | 131 | 340
met5 | 0 | - | 0
li1 | - | 145 | -
met2 | 4.98 | 15 | 465
met3 | 1.25 | 6 | 117
met4 | 1.76 | 0 | 57
critical path: cells and delay by family:
| family | cells | cell delay, ns |
|---|---|---|
| xor gates and xnor gates | 1 | 0.16 |
| adders and majority gates | 2 | 0.32 |
| buffers and inverters | 1 | 0.46 |
| and+or+nand+nor | 3 | 0.38 |
stage by stage:
step	setup TNS (ns)	setup slack (ns)	hold slack (ns)	util, %	total power, mW
floorplan	0	0.154	0.370	-	0.287
finish	0	0.0259	0.567	18.8	0.525
global placement	-1.18	-0.338	0.573	16.2	0.351
global route	-0.0281	-0.0281	0.610	18.8	0.565
detailed placement	-1.29	-0.350	0.586	16.2	0.351
CTS	0	0.0253	0.581	18.1	0.533
power by group through the flow:
stage | Clock [mW] | Sequential [mW] | Combinational [mW]
after global routing | 0.184 | 0.247 | 0.134
final | 0.162 | 0.245 | 0.119
after CTS | 0.167 | 0.246 | 0.120
what timing repair did:
item,in CTS,in global routing
cloned,0,0
pin swaps,2,3
hold buffers,0,0
gates resized,10,3
endpoints found under the setup margin,4,2
Power is estimated from default activity; no workload was simulated.
