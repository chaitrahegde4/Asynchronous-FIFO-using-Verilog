### run.sh
#!/bin/bash
# OpenROAD 26Q1-2900-gdf79404cd8, Yosys 0.63+post, stock flow scripts
make -C /OpenROAD-flow-scripts/flow DESIGN_CONFIG=/design/flow/config.mk WORK_HOME=/design/flow/orfs finish
### design.v
module wr_ptr_handler #(parameter W=3)(
  input wr_clk, wr_en, wr_rst,
  input [W:0] g_rd_ptr_sync,
  output reg [W:0] b_wr_ptr, g_wr_ptr,
  output reg full
);
  wire wr_full;
  wire [W:0] b_wr_ptr_next, g_wr_ptr_next;
  assign b_wr_ptr_next = b_wr_ptr + (wr_en && !full);
  always @(posedge wr_clk) begin
    if (wr_rst) begin
      b_wr_ptr = 0;
      g_wr_ptr = 0;
    end else begin
      b_wr_ptr = b_wr_ptr_next;
      g_wr_ptr = g_wr_ptr_next;
    end
  end
  assign g_wr_ptr_next = (b_wr_ptr_next >> 1) ^ b_wr_ptr_next;
  assign wr_full = (g_wr_ptr == {~g_rd_ptr_sync[W:W-1], g_rd_ptr_sync[W-2:0]});
  always @(posedge wr_clk)
    begin
      if (wr_rst)
        full <= 0;
      else
        full <= wr_full;
    end
endmodule
### constraint.sdc
current_design wr_ptr_handler

set clk_period 1.5
set clk_io_pct 0.2

create_clock -name clk0 -period $clk_period [get_ports {wr_clk}]

set non_clock_inputs [all_inputs -no_clocks]
set_input_delay [expr $clk_period * $clk_io_pct] -clock clk0 $non_clock_inputs
set_output_delay [expr $clk_period * $clk_io_pct] -clock clk0 [all_outputs]
### config.mk
export PLATFORM = sky130hd
export DESIGN_NAME = wr_ptr_handler
export DESIGN_NICKNAME = wr_ptr_handler
export VERILOG_FILES = /design/flow/design.v
export SDC_FILE = /design/flow/constraint.sdc
export NUM_CORES = 4
export LEC_CHECK = 1
export CORE_AREA = 10 10 70 70
export DIE_AREA = 0 0 80 80
==> reports/qor.txt <==
Status: completed
Buffers and inverters on the worst path: 1
Row cnt: 21
Inserted Clock Buffers: 3
CP Class: register to output pin
Min-Delay Path Depth: 3
Worst r2r dst: g_wr_ptr[2]
Final period util: 95.9%
Post-CTS setup buffers: 0
Max rail drop VDD: 0.131 mV
DRC errors left: 0
Library cells used by synthesis: 12
Final setup violation count: 0
Pint: 0.397 mW
Worst-path clk slew: 0.05 ns
Synthesized area: 350 um2
Switch share: 23.1%
Reg area: 164 um2
Vias: 289
Yosys chip area: 350 um2
Final core occ: 18.2%
R2r setup slk: 0.19 ns
R2R cell count: 6
Max Cap Viol: 0
FP Util: 10.3%
Pin count of the biggest net entering global routing: 9
Worst hold-check path type: register to register
Psw: 0.119 mW
Hold_sp: g_wr_ptr[1]
Gr usage total: 2.63%
Insertion Delay late pin: 0.25 ns
Max Clk Rate: 695 MHz
Fin. Hold Viols: 0
Worst-Margin Slew: 0.313 ns
Die area: 0.00640 mm2
Final clock skew: 0.00118 ns
Antenna violations before repair: 0
Logic pwr share: 21.5%
Register share after synthesis: 45.7%
Final antenna-violating net count: 0
Chip height: 80 um
RR Startpoint: full
Hold WS: 0.579 ns
Synth warn: 1
Yosys reg bits: 8
Comb area: 213 um2
Final Max Tran Viols: 0
Yosys Instances: 34
Core box area: 0.00342 mm2
CP max stage delay: 0.49 ns
Placed cell areas: 566 um2
Grt ovf: 0
Clock Sinks: 8
CTS tree: done
Dpl cells: 96
Final wirelength: 883 um
Critical Path AT: 1.14 ns
Worst endpoint required time: 1.20 ns
Reg power frac: 47.0%
Layout fillers: 389
First-pass GRT wire length: 1.41 mm
CP top delay family: buffers and inverters
Final Wtd Congestion: 0.699
Vias in the first global route: 336
Ratio of cells with drive above 1 in the final layout: 26.4%
RSZ-0062 raised after global routing: false
Initial drt markers: 11
Root buffer cell: clkbuf_4
Tmin final: 1.44 ns
H-tree levels: 1
CP Cell Sequence: clkdlybuf4s50_1
Clk buf depth: 2
N_diodes: 0
Log Warnings: 25
Worst Setup End Kind: output pin
Startpoint Class: register
Relative max-transition margin: 79.1%
I/O pin count: 16
Cells after Synth: 34
Routed WL per cell: 8.92 um
Crit-path slowest cell: clkdlybuf4s50_1
P per Cell Area: 832 mW/mm2
DR pass1 iterations: 3
Area Overhead vs Synth: 77.1%
Vias/cell: 2.92
Hold EP: full
Number of port buffers: 15
Synthesized area per cell: 10.3 um2
Final Cell Area: 621 um2
Post-route insts no fill: 99
LEAKAGE: 0.225 nW
Crit-path max FO: 5
Clk pwr share: 31.5%
Final Total Pwr: 0.516 mW
Die W: 80 um
[sequential cells by signal (all words and copies together) (netlist names)]
name,cells
g_wr_ptr,4
b_wr_ptr,3
full,1
[cell usage in the layout (no fill, tap or decap)]
| cell | Yosys | layout |
|---|---|---|
| a21oi_1 | 1 | 1 |
| and3_1 | 1 | 1 |
| buf_4 | 1 | 2 |
| clkbuf_4 | 0 | 3 |
| clkdlybuf4s50_1 | 0 | 14 |
| dfxtp_1 | 8 | 5 |
| dfxtp_2 | 0 | 3 |
| dlygate4sd2_1 | 0 | 1 |
| ha_2 | 0 | 1 |
| ha_4 | 0 | 1 |
| nand2_1 | 1 | 1 |
| nand3_1 | 2 | 2 |
| nor2_1 | 4 | 4 |
| nor2b_1 | 3 | 3 |
| nor3_2 | 2 | 2 |
| xnor2_1 | 3 | 2 |
| xnor2_2 | 0 | 1 |
| xor2_1 | 6 | 5 |
| xor2_2 | 0 | 1 |
[power by group through the flow]
stage                 registers [mW]  clock network [mW]  logic [mW]
after CTS                      0.243               0.170       0.115
after global routing           0.245               0.178       0.126
final                          0.243               0.163       0.111
[cell usage after synthesis (all sizes together)]
master  n  area (um2)
a21oi   1        5.00
and3    1        6.26
buf     1        7.51
dfxtp   8         160
ha      2        25.0
nand2   1        3.75
nand3   2        10.0
nor2    4        15.0
nor2b   3        18.8
nor3    2        20.0
xnor2   3        26.3
xor2    6        52.6
[layer usage]
metal  wire length, um  GRT usage (%)
met1               314           2.92
met3               101          0.455
met4                21           1.41
met2               446           4.65
met5                 0              0
[logic make-up (layout without fill, tap and decap cells)]
| group | count (synthesis) | count (layout) | share of synthesized area [%] |
|---|---|---|---|
| compound gates | 1 | 1 | 1.43 |
| xor+xnor | 9 | 9 | 22.5 |
| fa+ha+maj | 2 | 2 | 7.14 |
| simple gates | 13 | 13 | 21.1 |
| buf+inv | 1 | 20 | 2.14 |
| flops | 8 | 8 | 45.7 |
[worst max-delay path by stage]
stage,cells after the start,endpoint,start
CTS,1,g_wr_ptr[3],g_wr_ptr[3]
global route,1,b_wr_ptr[3],g_wr_ptr[3]
finish,1,b_wr_ptr[3],g_wr_ptr[3]
[metrics by stage]
stage	setup TNS [ns]	setup slack [ns]
detailed placement	-1.45	-0.365
floorplan	0	0.154
global placement	-1.36	-0.342
global route	0	0.0332
CTS	0	0.0505
finish	0	0.0612
[timing repair]
item	in CTS	in global routing
gates resized	9	0
endpoints found under the setup margin	5	0
hold buffers	0	0
[layout make-up]
| class | count | area share, % |
|---|---|---|
| sequential | 8 | 26.4 |
| tap | 46 | 9.27 |
| clock buffer | 3 | 3.63 |
| timing repair buffer | 17 | 26.4 |
| multi-input combinational | 25 | 34.3 |
Power and IR drop assume default switching activity.
